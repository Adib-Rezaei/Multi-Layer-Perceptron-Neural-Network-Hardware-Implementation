### design/flow/config.mk
export PLATFORM = sky130hd
export DESIGN_NAME = controller
export DESIGN_NICKNAME = controller
export VERILOG_FILES = /design/flow/design.v
export SDC_FILE = /design/flow/constraint.sdc
export NUM_CORES = 4
export LEC_CHECK = 1
export CORE_AREA = 10 10 70 70
export DIE_AREA = 0 0 80 80
### design/flow/constraint.sdc
current_design controller

set clk_period 3.1
set clk_io_pct 0.2

create_clock -name clk0 -period $clk_period [get_ports {clk}]

set non_clock_inputs [all_inputs -no_clocks]
set_input_delay [expr $clk_period * $clk_io_pct] -clock clk0 $non_clock_inputs
set_output_delay [expr $clk_period * $clk_io_pct] -clock clk0 [all_outputs]
### design/flow/design.v
module controller (input clk, eq_zero, nm_eq, empty, start, input[3:0] stack_out, output reg push, pop, top,
					output reg[1:0] s0, output reg s1, s2, ld_n, ld_m, done, rst, cnt, output reg[4:0] ps, ns);
    always @(posedge clk)
    begin
        if (start && ^ps === 1'bX)
            ps <= 5'd0;
        else
            ps <= ns;
    end
    always @(ps, eq_zero, nm_eq, empty, stack_out, start)
    begin
		top = 1'd1;
		s0 = 2'b00;
        {push, pop, ld_n, ld_m, ns, done, s1, s2, rst, cnt} = 10'd0;
		case (ps) 
            5'd0: begin ns = (start) ? 5'd1 : 5'd0;                                 end
            5'd1: begin rst = 1'b1; ns = 5'd2;                                     end
            5'd2: begin ld_n = 1'b1; ld_m = 1'b1; s1 = 1'b1; s2 = 1'b1; ns = 5'd3; end
            5'd3: begin push = 1'b1; s0 = 2'd0; ns = 5'd4;                         end
            5'd4: begin push = 1'b1; s0 = 2'd2; ns = 5'd5;                         end
            5'd5: begin ns = (eq_zero) ? 5'd13 : 5'd6;                              end
            5'd6: begin pop = 1'b1; s2 = 1'b0; ld_m = 1'b1; ns = 5'd7;             end 
            5'd7: begin pop = 1'b1; s1 = 1'b0; ld_n = 1'b1; ns = 5'd8;             end
            5'd8: begin ns = (nm_eq) ? 5'd15 : 5'd9;                                end
            5'd9: begin push = 1'b1; s0 = 2'd1; ns = 5'd10;                        end 
            5'd10: begin push = 1'b1; s0 = 2'd2; ns = 5'd11;                       end
            5'd11: begin push = 1'b1; s0 = 2'd1; ns = 5'd12;                       end 
            5'd12: begin push = 1'b1; s0 = 2'd3; ns = 5'd5;                        end
            5'd13: begin pop = 1'b1; ns = 5'd14;                                   end 
            5'd14: begin pop = 1'b1; ns = 5'd15;                                   end 
            5'd15: begin cnt = 1'b1; ns = (empty) ? 5'd16 : 5'd5;                   end 
            5'd16: begin done = 1'b1; ns = 5'd0;                                   end
		endcase
    end
endmodule
### design/flow/run.sh
#!/bin/bash
# OpenROAD 26Q1-2900-gdf79404cd8, Yosys 0.63+post, stock flow scripts
make -C /OpenROAD-flow-scripts/flow DESIGN_CONFIG=/design/flow/config.mk WORK_HOME=/design/flow/orfs finish
==> reports/results.env <==
LARGEST_REGISTER='ps'
REG.LARGEST.LIST='ps: 5 flops'
REGTOREGSETUPSLACK_PS=1550
FP-UTILIZATION=0.1667
SYNTHTOLAYOUTAREAGROWTH_PCT=49.23
SETUP.WORST_PATH.CLASS='primary input to output port'
DETAILED_PLACE.AREA_UM2=818.3
R2R_PATH_START='ps[2]'
FILLERS=384
SYNTH.AVG_CELL_AREA_UM2=7.693
CLOCK_SINKS=5
TOTALWIRELENGTH_UM=1785
TIMING.HOLD.WORST_ENDPOINT='ps[2]'
HOLD_VIOLATIONS=0
YS_SEQ_ELEMENTS=5
LOGIC_FAMILY='simple AND/OR/NAND/NOR gates'
CLOCK_TREE.BUFFER_DEPTH=2
SYNTH.AREA.MUX_SHARE=0
P_LEAK_nW=0.2861
DETAIL_ROUTE.VIAS_PER_CELL=4.414
YOSYS_MOST_USED_DFF='sky130_fd_sc_hd__dfxtp_1'
HOLD_PATH_DEPTH=2
INSERTEDDIODECOUNT=0
DETAIL_ROUTE_ANTENNA_NETS=0
CP-END-KIND='output port'
TOTALPOWERFINAL_uW=323.6
FINAL_LAYOUT_TOP_LOGIC_CELLS='sky130_fd_sc_hd__clkdlybuf4s50_1, sky130_fd_sc_hd__a21oi_1, sky130_fd_sc_hd__nand2_1, sky130_fd_sc_hd__dfxtp_1, sky130_fd_sc_hd__nor2_1'
CP-START-KIND='primary input'
STATUS='finished clean'
NUMCTSBUFFERS=3
FIRST_GLOBAL_VIAS=579
SYN_INST=74
SYNTHSIMPLEGATEAREAFRAC=0.3495
PLACE.DETAILED.HPWL_UM=1358
FLOORPLAN.DIE.WIDTH_UM=80
GP_ROUTABILITY_CONGESTION=0.7844
WORST-ENDPOINT-ARRIVAL_PS=2320
LOGIC_AREA_UM2=404.1
SETUP_VIOL=0
WORST-PATH-MAX-FANOUT=2
SYNTH.DISTINCT_CELLS=40
AVGROUTEDWIREPERCELL_UM=12.75
FP.DIEAREA_MM2=0.006400
NUMPORTBUFFERS=25
ACHIEVABLE-FREQUENCY_MHz=340.5
AREA.SEQUENTIAL_UM2=100.1
TIMING.SLEW.HEADROOM=0.5551
CORE_MM2=0.003416
MAPPEDNETLISTAREA_UM2=569.3
CTS.CLK_SLEW.WORST_PATHS_PS=40
FIRST_PASS_GRT_WIRE_LENGTH_UM=2925
WORST_PIN_SLEW_PS=666.5
GLOBAL_ROUTE_TOTAL_USAGE_ACROSS_EVERY_LAYER=0.05541
TIMING.HOLD.WORST.CLASS='flip-flop to flip-flop'
FINAL_TALLY_OF_MAX_SLEW_VIOLATIONS=0
MAXIMUM_NUMBER_OF_PINS_ON_ONE_NET_BEFORE_GLOBAL_ROUTE_REPAIR=22
CLOCK_ROOT_BUFFER='sky130_fd_sc_hd__clkbuf_4'
NUMBER_OF_FLIP_FLOPS_IN_THE_LARGEST_REGISTER=5
AREA_REPORTED_BY_YOSYS_STAT_UM2=569.3
SHARE_OF_SYNTHESIZED_CELL_AREA_IN_AND_OR_AND_OR_AND_COMPOUND_CELLS=0.3143
FINAL_LAYOUT_SIZE_SUFFIX_GT1_FRAC=0.1064
STDCELL_COUNT=140
FIN_CRIT_PS=2937
SYNTH.YOSYS.WARNINGS=1
REG2REGPATHDEPTH=3
POST-ROUTE-DRC-COUNT=0
PLACEDCELLCOUNT=136
POSTSYNTHSEQSHARE=0.1758
VIAS=618
TIMING.CLOCK.SKEW_PS=0.3550
STD_CELL_ROWS=21
FINAL_COMMON_CELL='sky130_fd_sc_hd__clkdlybuf4s50_1'
CLK_LATENCY_PS=240
RSZ0062_AT_GRT='false'
YOSYS_CELLS=74
POST-ROUTE-CELL-AREA_UM2=849.6
CLOCK_TREE_FROM_TRITONCTS='done'
POST_SYNTH_XOR_AREA_FRACTION=0.03077
WORST_HOLD_STARTPOINT='ps[3]'
PERIOD_USED_SHARE=0.9473
ANTENNA_FOUND_INITIAL=0
CP.REQUIRED_PS=2480
DIEHEIGHT_UM=80
GRT_OVERFLOW=0
YOSYS_ADDER_SHARE=0
FIRSTDRTPASSITERS=4
CTSHTREEMAXLEVEL=1
WARNING_COUNT=29
MAXCAPVIOLATIONS=0
DR.FIRST_ITER.DRC_COUNT=78
MAX-VDD-IR-DROP_uV=146.3
TNS_PS=0
FINISH.UTILIZATION=0.2487
YS_ASYNC_SR_FRACTION=0
NUMBER_OF_SYNTHESIZED_FLOPS_WITH_AN_ENABLE_PIN=0
WORSTREG2REGEND='ps[3]'
POWER_PER_CELL_AREA_mW_PER_MM2=380.9
DESIGN.PORTCOUNT=31
==> metrics by stage <==
step           setup WS (ps)  hold slack [ps]
6_report               163.2            781.7
2_1_floorplan           1171            561.3
4_1_cts                94.59            782.1
3_3_place_gp           103.2            766.8
5_1_grt                32.85            837.2
3_5_place_dp           119.5            769.7
==> metal layers <==
layer  track usage  vias up  part of all wire
li1              -      307                 -
met1       0.07338      290              0.44
met4      0.007042        0            0.0078
met2       0.08427       19              0.47
met5             0        -                 0
met3       0.02273        2             0.080
==> worst max path at each step <==
| stage | start | end |
|---|---|---|
| after global routing | eq_zero | ns[1] |
| final | nm_eq | ns[1] |
| after CTS | eq_zero | ns[1] |
==> Yosys cell counts, types with 2 or more instances <==
master / n / area share
sky130_fd_sc_hd__nor2b_1: 2 / 0.022
sky130_fd_sc_hd__dfxtp_1: 5 / 0.18
sky130_fd_sc_hd__buf_4: 3 / 0.040
sky130_fd_sc_hd__a21o_1: 2 / 0.026
sky130_fd_sc_hd__o21ai_1: 2 / 0.018
sky130_fd_sc_hd__nand2b_1: 2 / 0.022
sky130_fd_sc_hd__a21oi_1: 7 / 0.062
sky130_fd_sc_hd__nand2_1: 5 / 0.033
sky130_fd_sc_hd__and2_1: 3 / 0.033
sky130_fd_sc_hd__buf_2: 5 / 0.044
sky130_fd_sc_hd__a211oi_1: 2 / 0.026
sky130_fd_sc_hd__nor3_1: 2 / 0.018
sky130_fd_sc_hd__nor2_1: 4 / 0.026
sky130_fd_sc_hd__o21a_1: 2 / 0.026
sky130_fd_sc_hd__inv_1: 3 / 0.020
==> where the power goes <==
part	internal, mW	switching [mW]	leakage (nW)
combinational	0.100	0.0459	0.230
clock	0.0486	0.0265	0.0150
sequential	0.0711	0.0314	0.0408
total	0.220	0.104	0.286
==> kinds of logic (layout without fill, tap and decap cells) <==
kind of cell / count (synthesis) / count (layout)
AOI/OAI and AO/OA: 22 / 22
xor gates and xnor gates: 2 / 2
buffers and inverters: 12 / 32
DFF: 5 / 5
other: 1 / 1
and+or+nand+nor: 32 / 32
==> area by class of cell <==
class	instances	area share
well taps	46	0.06775
inverters	3	0.01325
multi-input cells	57	0.4757
clock buffers	4	0.03093
flip-flops and latches	5	0.1178
repair buffers	25	0.2946
==> worst max-delay path: stages <==
cell                              delay, ps
sky130_fd_sc_hd__clkdlybuf4s50_1        470
sky130_fd_sc_hd__or3b_1                 360
sky130_fd_sc_hd__a221oi_2               250
sky130_fd_sc_hd__or2_1                  140
sky130_fd_sc_hd__clkdlybuf4s50_1        470
==> repair_timing <==
item                                    CTS  global route
hold endpoints to repair                  0             0
endpoints found under the setup margin    0             1
setup buffers                             0             0
hold buffers                              0             0
resized                                   0             1
Power figures rest on the tool's default switching activity, not on a simulated workload.
