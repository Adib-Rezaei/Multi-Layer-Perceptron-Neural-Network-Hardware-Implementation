<file path="flow/config.mk">
export PLATFORM = sky130hd
export DESIGN_NAME = Comparator
export DESIGN_NICKNAME = Comparator
export VERILOG_FILES = /design/flow/design.v
export SDC_FILE = /design/flow/constraint.sdc
export NUM_CORES = 4
export LEC_CHECK = 1
export CORE_UTILIZATION = 30
</file>
<file path="flow/constraint.sdc">
current_design Comparator

set clk_period 35.3
set clk_io_pct 0.2

create_clock -name clk0 -period $clk_period

set non_clock_inputs [all_inputs -no_clocks]
set_input_delay [expr $clk_period * $clk_io_pct] -clock clk0 $non_clock_inputs
set_output_delay [expr $clk_period * $clk_io_pct] -clock clk0 [all_outputs]
</file>
<file path="flow/design.v">
module Comparator (in, maxIndex, maxVal);
    input [10*8-1:0] in;
    output reg [3:0] maxIndex;
    output [7:0] maxVal;
    reg [7:0] currMax;
    always @(in) begin
        currMax = in[10*8-1:9*8];
        maxIndex = 4'b1001;
        if(in[9*8-1:8*8] > currMax) begin maxIndex = 4'b1000; currMax = in[9*8-1:8*8]; end
        if(in[8*8-1:7*8] > currMax) begin maxIndex = 4'b0111; currMax = in[8*8-1:7*8]; end
        if(in[7*8-1:6*8] > currMax) begin maxIndex = 4'b0110; currMax = in[7*8-1:6*8]; end
        if(in[6*8-1:5*8] > currMax) begin maxIndex = 4'b0101; currMax = in[6*8-1:5*8]; end
        if(in[5*8-1:4*8] > currMax) begin maxIndex = 4'b0100; currMax = in[5*8-1:4*8]; end
        if(in[4*8-1:3*8] > currMax) begin maxIndex = 4'b0011; currMax = in[4*8-1:3*8]; end
        if(in[3*8-1:2*8] > currMax) begin maxIndex = 4'b0010; currMax = in[3*8-1:2*8]; end
        if(in[2*8-1:1*8] > currMax) begin maxIndex = 4'b0001; currMax = in[2*8-1:1*8]; end
        if(in[1*8-1:0] > currMax) begin maxIndex <= 4'b0000; currMax = in[1*8-1:0]; end
    end
    assign maxVal = currMax;
endmodule
</file>
<file path="flow/run.sh">
#!/bin/bash
# OpenROAD 26Q1-2900-gdf79404cd8, Yosys 0.63+post, stock flow scripts
make -C /OpenROAD-flow-scripts/flow DESIGN_CONFIG=/design/flow/config.mk WORK_HOME=/design/flow/orfs finish
</file>
==> impl_metrics.ini <==
; generated from flow reports
[drt]
wl_met1_um = 5350
wl_met2_um = 5400
drt_first_pass_iters = 22
diodes = 0
wl_per_cell_um = 16.4
routed.top_layer = met4
route.met3.wl_um = 664
wirelength_um = 11600
drc = 0
via_count = 4033
dr.first_iter.drc_count = 168
ant_nets = 0
viasPerCell = 5.70

[sta]
rsz0062_at_grt = no
tightest_slew_ns = 0.805
timing.fmax_mhz = 29.7
slew_viol_final = 0
finalClockPeriodUsage_pct = 95.5
slew-limit-headroom_pct = 46.2
setup_viol = 0
fin_ws_ns = 1.61
hold_viol = 0
whs_ns = 15.09
fin_crit_ns = 33.69
tns_ns = 0

[synth]
syn_avg_cell_area_um2 = 7.35
top_area_share_pct = 23.2
mux_area_share_pct = 7.83
top_cell = ha_1
yosysChipArea_um2 = 3560
yosys-top-cells-area = ha_1 (23%), mux2i_1 (5.6%), a21o_1 (5.3%)
ys_top_logic_family = AND-OR/OR-AND gates
yosys-top-cells-count = ha_1 (66), inv_1 (38), nor2_1 (35)
yosys.stat.seqShare_pct = 0
aoi_share_pct = 41.5
synth.cell_area_um2 = 3560
synth_warnings = 1
synth_cell_type_count = 71
top_area_cell = ha_1
synthXorXnorAreaFrac_pct = 0.246
ys_cells = 485
ys_sh_simple_pct = 20.5
synthesis.instances = 485
fa_ha_area_share_pct = 23.5

[global_routing]
grt_pass1_wl_um = 19500
grt_pass1_vias = 3956
gr-total-overflow = 0
grt_usage_pct = 19.3
grt_max_degree = 28
antenna_found_initial = 0

[placed_design]
place_congestion = 0.889
dpl_worst_slack_ns = 0.898
hpwl_um = 10200
port_buffers = 92

[floorplanning]
fp_util_pct = 30.9
fp.dieArea_um2 = 12300
rows = 39
die_h_um = 111
io_pins = 92
die_w_um = 111
core_um2 = 11500

[layout]
fillerInstances = 1167
fin_util_pct = 40.3
area.sequential_um2 = 0
layout-drive-gt1-share_pct = 7.96
flops = 0
area_delta_synth_final_pct = 30.3
clock_buffers = 0

[clocking]
hold_buffers = 0
post_cts_buffers = 0
cts_resized = 0

[worst_setup_path]
crit_top_cell = a21o_1
critical_path.slowest_cell = nor2_1
cp_max_fo = 27
worstPathArrival_ns = 26.63
critPathKind = primary input to output pin
critPathCaptureType = output pin
start_kind = primary input
worst_path_largest_cell_delay_ns = 0.55
worst_ep_required_time_ns = 28.24

[status]
outcome = finished clean

[flow_run]
warnings = 32
maxCapViolCount = 0

[min_path]
hold_class = primary input to output pin
-- worst max-delay path, delay by kind of cell --
family,cells,cell delay [ns]
AOI/OAI and AO/OA,47,9.14
adders and majority gates,10,2.83
buffers and inverters,7,1.66
muxes,2,0.63
and+or+nand+nor,21,5.25
-- through the flow --
stage / instances / cell area [um^2]
5_1_grt: 708 / 4640
3_5_place_dp: 708 / 4620
2_1_floorplan: 485 / 3560
6_report: 708 / 4640
3_3_place_gp: 708 / 4620
4_1_cts: 708 / 4620
-- metal layers --
metal  GRT usage (%)  vias to the layer above
met5               0                        -
met4            4.02                        0
met3            1.23                       16
met2            32.7                      121
met1            27.1                     1841
li1                -                     2055
-- cells in the final DEF, fill, tap and decap left out, types with 9 or more instances in the layout --
cell type        netlist  final
clkdlybuf4s50_1        0     92
o21ai_1               11     10
nand4_1               11     11
nor2b_1               13     12
mux2i_1               20     20
nor2_1                35     34
a21o_1                25     25
a21oi_1               33     33
o21ai_0               31     31
inv_1                 38     38
ha_1                  66     66
a31oi_1               10     10
nand2_1               19     19
a31o_1                 9      9
and2_1                11     11
-- final cells by class --
type                            count  area [um^2]  share of cell area, %
Inverter                           45          169                   3.64
Tap cell                          143          179                   3.85
Timing Repair Buffer               95          943                   20.3
Multi-Input combinational cell    425         3350                   72.2
-- path summary, 6_finish.rpt --
| check | startpoint | to | slack (ns) | cells after the start |
|---|---|---|---|---|
| max | in[73] | maxVal[6] | 1.61 | 87 |
| min | in[2] | maxVal[2] | 15.09 | 4 |
-- kinds of logic (layout without fill, tap and decap cells) --
logic type               after synthesis  count (layout)
adder cells (fa/ha/maj)               67              67
AND/OR/NAND/NOR                      134             134
multiplexers                          27              27
XOR/XNOR                               1               1
AND-OR/OR-AND                        196             196
buffers and inverters                 60             140
